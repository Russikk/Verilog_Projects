===== ./design.v =====
module mux4in1 (i_data0, 
		i_data1,
		i_data2, 
		i_data3, 
		i_control, 
		o_data
		);
parameter WIDTH = 32;
input   [WIDTH-1:0]   i_data0, i_data1, i_data2, i_data3;
input   [1:0]   i_control;
output   [WIDTH-1:0]  o_data; 
assign o_data = (i_control === 2'b00)? i_data0 :
		(i_control === 2'b01)? i_data1 :
		(i_control === 2'b10)? i_data2 :
		(i_control === 2'b11)? i_data3 : 32'b0;
endmodule

===== ./run.sh =====
#!/bin/bash
# OpenROAD 26Q1-2900-gdf79404cd8, Yosys 0.63+post, stock flow scripts
make -C /OpenROAD-flow-scripts/flow DESIGN_CONFIG=/design/flow/config.mk WORK_HOME=/design/flow/orfs finish

===== ./constraint.sdc =====
current_design mux4in1

set clk_period 1.0
set clk_io_pct 0.2

create_clock -name clk0 -period $clk_period

set non_clock_inputs [all_inputs -no_clocks]
set_input_delay [expr $clk_period * $clk_io_pct] -clock clk0 $non_clock_inputs
set_output_delay [expr $clk_period * $clk_io_pct] -clock clk0 [all_outputs]

===== ./config.mk =====
export PLATFORM = sky130hd
export DESIGN_NAME = mux4in1
export DESIGN_NICKNAME = mux4in1
export VERILOG_FILES = /design/flow/design.v
export SDC_FILE = /design/flow/constraint.sdc
export NUM_CORES = 4
export LEC_CHECK = 1
export CORE_AREA = 10 10 84 84
export DIE_AREA = 0 0 94 94

==> GITHUB_STEP_SUMMARY <==
## Synthesis and layout report

| Metric | Value |
|---|---|
| Tool Warnings | `35` |
| Critical path peak fanout | `8` |
| Chip area | `a little under 0.009 sq mm` |
| FMAX | `768 MHz` |
| YS chip area | `815 sq um` |
| Via count of the routed design | `about 1200` |
| Top cells, area | `mux4_2 (83%), buf_12 (7.4%), mux4_1 (6.5%)` |
| Syn avg cell area | `approximately 21 sq um` |
| Critical path buffers and inverters | `3` |
| Overall Global Routing Usage | `0.141` |
| I/O pin cnt | `~160` |
| Synth Area in Compound Gates | `0` |
| Worst setup path class | `in2out` |
| Initial DRC count | `30` |
| Hpwl dp | `~5.7 mm` |
| Total grt overflow | `0` |
| Die Ht | `roughly 94 microns` |
| Cell Area, Synth | `815 sq um` |
| RSZ-0062 raised after global routing | `yes` |
| Tcrit/Tclk final | `1.30` |
| DR WL/cell | `roughly 24 microns` |
| Violated checks | `setup timing` |
| Peak supply drop | `just over 0.0002 V` |
| Flops | `0` |
| Synth Area in XOR/XNOR | `0` |
| Yosys stat cell total | `39` |
| P_leak | `roughly 0.0011 uW` |
| DR DRC count | `0` |
| Final wirelength | `6.56 mm` |
| Initial Utilization | `0.156` |
| Largest net degree at the start of global routing | `17` |
| P&R area growth vs syn | `192%` |
| Synth logic family | `multiplexers` |
| Simple Share, Synth | `0` |
| Fin util | `0.456` |
| Power Dens Cells | `371 mW/mm^2` |
| Synth Seq Share | `0` |
| Vias per cell | `about 4.4` |
| Vias in the first global route | `around 1400` |
| Initial antenna violation count | `2` |
| Status | `finished with violations` |
| Cell family with most CP delay | `multiplexers` |
| Crit path launch type | `primary input` |
| Critical Path RT | `800 ps` |
| Pins Over Slew Limit | `0` |
| First-pass detailed-route iteration total | `4` |
| Gpl congestion | `0.821` |
| Data arrival, critical path | `between 1000 and 1500 ps` |
| Crit path largest cell delay | `roughly 500 ps` |
| Register area | `0 sq um` |
| Relative max-transition margin | `0.930` |
| Remaining antenna violation count | `0` |
| Synth warn | `0` |
| Tmin final | `between 1000 and 1500 ps` |
| Share of layout cells above drive strength 1 | `0.373` |
| Layout clock buffer count | `0` |
| Cells along the critical path | `buf_16 > buf_12 > mux4_2 > buf_6` |
| CP Capture Type | `primary output` |
| Max-area cell share | `0.829` |
| Mux share | `0.894` |
| Total Power | `~900 uW` |
| Final setup margin | `-303 ps` |
| Post-Synthesis Cells | `39` |
| Core Region | `0.00520 sq mm` |
| Slowest-stage cell, CP | `mux4_2` |
| Hold WC Path Type | `in2out` |
| Input/output buffers | `~160` |
| Post-synth top area cell | `mux4_2` |
| Slew @ Worst Pin | `approximately 110 ps` |
| First-pass GRT wire length | `between 9 and 10 mm` |
| Fin. Hold Viols | `0` |
| Final setup fails | `32` |
| # rows | `26` |
| DP Worst Slack | `-933 ps` |
| Cell Type Count | `5` |
| Chip width | `about 94 microns` |
| Max-cap check violation count | `0` |
| Filler instances | `between 500 and 600` |
| Post-Synth Adder-Cell Area | `0` |
routing by layer:
layer,wire length [microns],track usage
met1,2250,0.163
met2,3800,0.267
met3,505,0.0412
met4,0,0
met5,0,0
Yosys cell counts:
cell type	n
buf_2	3
buf_6	1
mux4_2	30
mux4_1	2
buf_12	3
metrics by stage:
stage / setup TNS (ps) / hold slack (ps) / instance area [sq um] / instances
floorplan: -2750 / 486 / 823 / 39
global placement: -28350 / 1300 / 2490 / 268
detailed placement: -29030 / 1310 / 2490 / 268
CTS: -9400 / 875 / 2370 / 274
finish: -9050 / 864 / 2370 / 276
global route: -10130 / 889 / 2370 / 275
report_power, final:
part	internal [uW]	leakage, uW	switching (uW)
combinational	652	0.00113	228
clock	0.000267	0.0000000127	0
sequential	0	0	0
total	652	0.00113	228
layout make-up:
| type | count | area, sq um | share of cell area |
|---|---|---|---|
| multi-input cells | 32 | 721 | 0.303 |
| well taps | 70 | 87.6 | 0.0369 |
| diodes | 2 | 5.00 | 0.00211 |
| repair buffers | 172 | 1560 | 0.658 |
final timing paths:
path,start,endpoint,depth (start not counted)
max,i_control[0],o_data[25],4
min,i_control[0],o_data[31],3
tightest hold or removal path, stage by stage:
cell	delay, ps
buf_16	130
mux4_2	240
buf_6	90
what timing repair did:
| action | in CTS | in global routing |
|---|---|---|
| buffers inserted | 1 | 0 |
| gates resized | 265 | 0 |
| setup endpoints to repair | 32 | 32 |
| gates cloned | 5 | 0 |
| hold endpoints to repair | 0 | 0 |
| hold buffers | 0 | 0 |
placed cells by master, fill, tap and decap left out:
cell type / instances
buf_16: 5
dlygate4sd2_1: 124
mux4_2: 32
buf_2: 29
buf_6: 4
bufbuf_16: 1
buf_4: 2
diode_2: 2
clkdlybuf4s15_1: 4
buf_12: 3
kinds of logic (layout without fill, tap and decap cells):
logic type | count (synthesis) | after routing
mux | 32 | 32
buf+inv | 7 | 172
other cells | 0 | 2
Power is estimated from default activity; no workload was simulated.
