--- flow/config.mk ---
export PLATFORM = sky130hd
export DESIGN_NAME = EX_MEM_reg
export DESIGN_NICKNAME = EX_MEM_reg
export VERILOG_FILES = /design/flow/design.v
export SDC_FILE = /design/flow/constraint.sdc
export NUM_CORES = 4
export LEC_CHECK = 1
export CORE_AREA = 10 10 112 112
export DIE_AREA = 0 0 122 122
--- flow/constraint.sdc ---
current_design EX_MEM_reg

set clk_period 1.0
set clk_io_pct 0.2

create_clock -name clk0 -period $clk_period [get_ports {i_clk}]

set non_clock_inputs [all_inputs -no_clocks]
set_input_delay [expr $clk_period * $clk_io_pct] -clock clk0 $non_clock_inputs
set_output_delay [expr $clk_period * $clk_io_pct] -clock clk0 [all_outputs]
--- flow/run.sh ---
#!/bin/bash
# OpenROAD 26Q1-2900-gdf79404cd8, Yosys 0.63+post, stock flow scripts
make -C /OpenROAD-flow-scripts/flow DESIGN_CONFIG=/design/flow/config.mk WORK_HOME=/design/flow/orfs finish
--- flow/design.v ---
module EX_MEM_reg (i_clk,
		EX_aluResult,
		EX_D,
		EX_rd3,
		MEM_o_rd3,
		MEM_aluResult,
		MEM_D,
		);
input i_clk;
input	[31:0]	EX_aluResult;
input	[31:0]	EX_D;
input	[4:0]	EX_rd3;
output reg [31:0] MEM_aluResult;
output reg [31:0] MEM_D;
output reg [4:0] MEM_o_rd3;
always @(posedge i_clk) begin
	MEM_aluResult <= EX_aluResult;
	MEM_D <= EX_D;
	MEM_o_rd3 <= EX_rd3;
end
endmodule
==> run summary <==
impl run done, here's what came out: Buf/Inv on CP=1, Row Count=37, Crit. End Element=output port, vias in the first global route=1,043, CTS tree=yes, Leak=1.22 nW, outcome=complete, no violations, final slew viol count=0, H-tree depth=3, combinational power share=7.0%, largest net degree at the start of global routing=13, WP data required=0.80 ns, Post-CTS Setup Inserts=0, pre-CTS WS=-0.0142 ns, Logic Gate Count=0, post-route cell area=0.00281 mm2, I/O Buffers=138, vias=1,041, Syn Inst Count=69, routed wire length=4.72 mm, CP Max Fanout=1, Registers, synthesis=69, setup violators final=0, routed len/inst=13.1 um, clock root cell=clkbuf_8, fillcell total=1,075, Ports=139, gr ovfl total=0, tool warnings=27, TritonRoute pass-1 iters=2, Worst Tran Pin Value=0.106 ns, Cell Pwr Density=1980 mW/mm2, Syn Area/Cell=20.0 um2, RePlAce Congestion=0.735, Net Sw Power=0.00112 W, most common cell in the synthesized netlist=dfxtp_1, Die ar.=0.0149 mm2, Ys Warns=1, placed cell area=0.00293 mm2, minimum clock period=0.982 ns, Num CTS Buffers=9, Hold Crit Class=primary input to flip-flop, CP Class=flip-flop to output port, slack of the critical path=0.0184 ns, Global Route Usage Sum=5.94%, chip height=122 um, CP Cell Sequence=buf_2, WHS=0.289 ns, Final ANT Viol Nets=0, number of enable flip-flop cells=0, Tcrit/Tclk final=98.2%, Initial DRC Count=24, Cell Type Count=1, CP top delay family=flip-flops, chip area line of the yosys report=0.00138 mm2, initial antenna violation count=0, ys async rst share=0%, # Max-Cap Violations=0, slowest CP cell=dfxtp_2, Fin Setup TNS=0 ns, Flop pwr share=52.7%, Worst-path clk slew=0.08 ns, maximum vdd drop=617 uV, clock tree buffer depth=2, vias per inst=2.90, Die Width=122 um, critical path launch point type=flip-flop, Commonest cells post-synth=69 x dfxtp_1, logic area=0 um2, DRC errors left=0, slew margin rel.=93.0%, CP peak stage delay=0.33 ns, synthesized area=0.00138 mm2, Clock power frac=40.3%, CP Data Arrival Time=0.78 ns, final hold vios=0, Inserted Diodes=0, first-pass GRT wire length=6.67 mm, Cell area leaders=dfxtp_1 100%, Pre-Place Util=13.5%, P_int=0.00443 W, share of layout cells above drive strength 1=41.3%, Net Sw Frac=20.2%, area grow syn2layout=103%, RSZ-0062 raised after global routing=true, yosys cell count=69, Post-CTS Hold Buffers=0, register share after synthesis=100%, Max Clk Rate=1.02 GHz, core area=0.0102 mm2, Dominant flop cell=dfxtp_1, CTS sink count=69, Max-area cell share=100%, largest area contributor in the netlist=dfxtp_1
## timing repair
action | in CTS | in global routing
gates resized | 225 | 4
setup endpoints to repair | 69 | 12
hold endpoints to repair | 0 | 0
## state kept, by name, summed over array words and instances, names as in the netlist
register,cells
MEM_D,32
MEM_aluResult,32
MEM_o_rd3,5
## cells in the final DEF (no fill, tap or decap)
| master | n |
|---|---|
| dfxtp_2 | 7 |
| clkinv_2 | 2 |
| clkbuf_8 | 10 |
| buf_6 | 2 |
| buf_2 | 67 |
| clkdlybuf4s50_1 | 69 |
| bufinv_16 | 1 |
| clkinvlp_4 | 3 |
| dfxtp_1 | 62 |
## metrics by stage
step | std cells | utilization (%) | power [W]
finish | 359 | 27.5 | 0.00555
global route | 359 | 27.5 | 0.00583
CTS | 359 | 27.4 | 0.00568
detailed placement | 343 | 28.7 | 0.00353
global placement | 343 | 28.7 | 0.00352
floorplan | 69 | - | 0.00295
## layer usage
| metal | part of all wire (%) | global-route usage [%] |
|---|---|---|
| met4 | 1.9 | 1.12 |
| met5 | 0 | 0 |
| met3 | 14 | 4.23 |
| met2 | 50 | 9.56 |
| met1 | 34 | 6.31 |
## area by class of cell
class,count,area (um2),share of cell area [%]
Clock buffer,10,138,4.90
Timing Repair Buffer,138,1050,37.3
Sequential cell,69,1390,49.5
Tap cell,136,170,6.06
Clock inverter,6,62.6,2.23
## path summary, 6_finish.rpt
path | startpoint | endpoint | cells after the start
worst min-delay path | EX_D[31] | MEM_D[31] | 1
worst max-delay path | MEM_D[27] | MEM_D[27] | 1
## power groups by stage
stage | sequential, W | clock (W) | combinational (W)
after CTS | 0.00292 | 0.00236 | 0.000400
after global routing | 0.00294 | 0.00247 | 0.000424
final | 0.00293 | 0.00224 | 0.000387
## kinds of logic after synthesis
| kind of cell | share of synthesized area (%) |
|---|---|
| flip-flops | 100 |
Power is estimated from default activity; no workload was simulated.
