==> /design/flow/config.mk <==
export PLATFORM = sky130hd
export DESIGN_NAME = ID_EX_reg
export DESIGN_NICKNAME = ID_EX_reg
export VERILOG_FILES = /design/flow/design.v
export SDC_FILE = /design/flow/constraint.sdc
export NUM_CORES = 4
export LEC_CHECK = 1
export CORE_AREA = 10 10 170 170
export DIE_AREA = 0 0 180 180
==> /design/flow/constraint.sdc <==
current_design ID_EX_reg

set clk_period 1.0
set clk_io_pct 0.2

create_clock -name clk0 -period $clk_period [get_ports {i_clk}]

set non_clock_inputs [all_inputs -no_clocks]
set_input_delay [expr $clk_period * $clk_io_pct] -clock clk0 $non_clock_inputs
set_output_delay [expr $clk_period * $clk_io_pct] -clock clk0 [all_outputs]
==> /design/flow/design.v <==
module ID_EX_reg (i_clk,	
		ID_incrementedPC,
		ID_imm16,
		ID_Aoperand,
		ID_Boperand,
		ID_rd2,
		EX_incrementedPC,
		EX_imm16,
		EX_Aoperand,
		EX_Boperand,
		EX_o_rd2,
		);
input i_clk;
input   [4:0]   ID_rd2;
input	[31:0]	ID_incrementedPC;
input	[25:0]	ID_imm16;
input	[31:0]	ID_Aoperand;
input	[31:0]	ID_Boperand;
output reg [31:0] EX_incrementedPC;
output reg [25:0] EX_imm16;
output reg [31:0] EX_Aoperand;
output reg [31:0] EX_Boperand;
output reg [4:0]  EX_o_rd2;
always @(posedge i_clk) begin
	EX_incrementedPC <= ID_incrementedPC;
	EX_imm16 <= ID_imm16;
	EX_Aoperand <= ID_Aoperand;
	EX_Boperand <= ID_Boperand;
	EX_o_rd2 <= ID_rd2;
end
endmodule
==> /design/flow/run.sh <==
#!/bin/bash
# OpenROAD 26Q1-2900-gdf79404cd8, Yosys 0.63+post, stock flow scripts
make -C /OpenROAD-flow-scripts/flow DESIGN_CONFIG=/design/flow/config.mk WORK_HOME=/design/flow/orfs finish
==> Implementation_results.wiki <==
=== Synthesis and place and route ===
{| class="wikitable"
! Metric !! Value
|-
| I/O pin count || 255
|-
| Outcome || finished with violations
|-
| Longest Clk Path Bufs || 2
|-
| Post-CTS setup buffer count || 0
|-
| Register share after synthesis || 1.000
|-
| Logic area || 0 µm²
|-
| Minimum clock period after layout || 1.030 ns
|-
| Crit path max-delay family || flip-flops
|-
| Yosys cell count || 127
|-
| Proportion of layout cells with a drive suffix above 1 || 0.4415
|-
| Hold Path Cell Cnt || 1
|-
| Violated checks || setup timing
|-
| # setup viols final || 62
|-
| Post-detailed-placement cell area || roughly 5500 µm²
|-
| Final worst-path cycle share || 1.030
|-
| Hold Violations, Final || 0
|-
| RD Place Congestion || about 0.75
|-
| Final-report max-slew violation count || 0
|-
| Data required time of the worst path || approximately 0.80 ns
|-
| Setup crit start kind || register
|-
| Dpl ws || -0.03514 ns
|-
| Post-route worst setup slack || -0.03016 ns
|-
| Type of the setup path with the least slack || reg2out
|-
| Overall global routing resource usage || 0.07712
|-
| Port Buffer Count || 254
|-
| CP max stage delay || 0.31 ns
|-
| Critical Path End Type || primary output
|-
| Pwr Density || 2204 nW/µm²
|-
| Total length of routed wires || 12560 µm
|-
| Mux cell area share || 0
|-
| Wire length per cell after detailed routing || 16.95 µm
|-
| Initial DRC count || 23
|-
| Number of hold buffers added after CTS || 0
|-
| Multi-input gate count || 0
|-
| Gate Count Post-Synth || 127
|-
| Initial core utilization || 0.1010
|-
| Number of logic stages on the critical path including buffering || 1
|-
| Maximum net fanout on the critical path || 1
|-
| Max-cap violations || 0
|-
| XOR/XNOR Area Share || 0
|-
| Number of warnings in the stage logs || 30
|-
| Wire length of the first global-routing pass || 17820 µm
|-
| Post-detailed-route count of antenna-violating nets || 0
|-
| CP Data Arrival Time || 0.83 ns
|-
| Sink of the worst hold path || EX_incrementedPC[13]$_DFF_P_
|-
| Summed area of non-filler cells in the final layout || 5523 µm²
|-
| Count of H-tree levels built during CTS || 4
|-
| Critical path buffers and inverters || 1
|-
| Number of clock buffers inserted by TritonCTS || 17
|-
| Cell with the largest stage delay on the worst path || sky130_fd_sc_hd__dfxtp_2
|-
| Worst min-delay path class || in2reg
|-
| Via count of the first global-routing pass || 2330
|-
| # rows || 58
|-
| Initial antenna violation count || 3
|-
| Maximum number of pins on one net before global-route repair || 17
|-
| Startpoint of the most critical hold path || ID_incrementedPC[13]
|-
| CTS clk-pin slew, worst paths || 0.06 ns
|-
| Area overhead of the layout relative to synthesis || 117.2%
|-
| Vertical die dimension || around 180 µm
|-
| Peak supply drop || a little over 0.8 mV
|-
| Vias per Instance || 2.690
|-
| Via count || 1993
|-
| CTS tree || yes
|-
| Synthesis warning total || 1
|-
| Worst-case headroom to the max-slew limit || 0.8703
|-
| Aoi share || 0
|-
| Slew of the pin with the lowest slew margin || 0.1939 ns
|-
| Chip footprint || approximately 32000 µm²
|-
| Die X || about 180 µm
|-
| DRC viols || 0
|-
| First-pass iteration count of the detailed router || 2
|-
| Adder and majority cell fraction of the synthesized area || 0
|-
| Core utilization of the finished layout || 0.2193
|-
| Synthesized flop and latch total || around 130
|-
| Overflow left after global routing || 0
|-
| Avg Cell Area, Syn || between 20 and 25 µm²
|-
| Clock Sink Count || 127
|-
| Chip Area, Yosys || 2542 µm²
|-
| Worst path cell trace || buf_2
|-
| Setup repair after global routing missed its margin || true
|-
| Leakage power summed over all cells || ~2.4 nW
|-
| Filler instances || 2691
|-
| Fraction of the mapped netlist area in simple logic gates || 0
|-
| Clock Root Buffer || sky130_fd_sc_hd__clkbuf_16
|-
| Maximum frequency from static timing analysis || just under 1000 MHz
|-
| Floorplan Core Area || 25180 µm²
|-
| Synthesized cell area || around 2500 µm²
|-
| Number of library cell types mapped by synthesis || 1
|}
-- synth_stat cells --
cell type                 count  share of area
sky130_fd_sc_hd__dfxtp_1    127            1.0
-- flip-flops by register name (all words and copies together), names as in the netlist --
register	flops
EX_Aoperand	32
EX_Boperand	32
EX_imm16	26
EX_incrementedPC	32
EX_o_rd2	5
-- worst max-delay path by stage --
stage / start / end / slack [ns]
after CTS: EX_incrementedPC[25]$_DFF_P_ / EX_incrementedPC[25] / -0.07
after global routing: EX_imm16[20]$_DFF_P_ / EX_imm16[20] / -0.08
final: EX_incrementedPC[1]$_DFF_P_ / EX_incrementedPC[1] / -0.03
-- cell families (layout without fill, tap and decap cells) --
kind of cell,Yosys count,count (layout)
flip-flops,127,127
buffers and inverters,0,283
other,0,1
-- stage by stage --
| step | TNS [ns] | total power, W | hold slack, ns | instances |
|---|---|---|---|---|
| after floorplan | 0 | 0.005435 | 0.2277 | 127 |
| after global placement | -0.2403 | 0.006547 | 0.6490 | 711 |
| after detailed placement | -0.2822 | 0.006554 | 0.6516 | 711 |
| after CTS | -5.044 | 0.01245 | 0.1947 | 740 |
| after global routing | -7.574 | 0.01277 | 0.1955 | 740 |
| final | -0.7893 | 0.01217 | 0.2304 | 741 |
-- layout make-up --
cell class,instances,area (µm²),area share
sequential,127,2576,0.4665
antenna,1,2.502,0.0004531
tap,330,412.9,0.07476
clock buffer,22,474.2,0.08586
timing repair buffer,254,1969,0.3566
clock inverter,7,87.58,0.01586
-- layer usage --
layer | vias to the layer above | GRT usage | routed length (µm)
li1 | 939 | - | -
met1 | 895 | 0.08586 | 4799
met2 | 148 | 0.1265 | 6068
met3 | 9 | 0.04931 | 1582
met4 | 2 | 0.006947 | 90
met5 | - | 0 | 17
-- layout by cell type (no fill, tap or decap) --
cell type                         netlist  routed
sky130_fd_sc_hd__buf_6                  0      10
sky130_fd_sc_hd__clkbuf_8               0       3
sky130_fd_sc_hd__clkinvlp_4             0       1
sky130_fd_sc_hd__dfxtp_1              127     100
sky130_fd_sc_hd__clkbuf_16              0      17
sky130_fd_sc_hd__dfxtp_2                0      27
sky130_fd_sc_hd__diode_2                0       1
sky130_fd_sc_hd__buf_2                  0     117
sky130_fd_sc_hd__clkbuf_1               0       2
sky130_fd_sc_hd__clkinv_2               0       4
sky130_fd_sc_hd__bufinv_16              0       2
sky130_fd_sc_hd__clkdlybuf4s50_1        0     127
-- where the power goes --
group / internal [W] / switching (W)
clock network: 0.00381 / 0.00218
registers: 0.00535 / 0.0000620
logic: 0.000618 / 0.000158
total: 0.00977 / 0.00240
-- timing repair --
| item | CTS | global route |
|---|---|---|
| resized | 430 | 21 |
| gates cloned | 0 | 0 |
| setup endpoints to repair | 127 | 127 |
Power is estimated from default activity; no workload was simulated.
